==> flow/design.v <==
module IIR(clk, rst, Start, load, DIn, RAddr, data_done, WEN, Yn, WAddr, Finish);
	parameter n = 16;
	parameter m = 20;
	input clk, rst;
	input Start;
	input data_done;
	input [n-1:0]DIn;
	output WEN, load;
	output Finish;
	output [n-1:0]Yn;
	output [m-1:0]RAddr;
	output [m-1:0]WAddr;
	wire control_state;
	control_FSM control(
		.clk(clk), .rst(rst),
		.start(Start), .data_done(data_done), .load(load), .RAddr(RAddr), .state(control_state)
	);
	datapath dp(
		.clk(clk), .rst(rst),
		.command(control_state), .RAddr(RAddr), .DIn(DIn), .WEN(WEN), .Yn(Yn), .WAddr(WAddr), .finish(Finish)
	);
endmodule
module control_FSM(clk, rst, start, data_done, load, RAddr, state);
	parameter m = 20;
	parameter idle = 1'b0;
	parameter read = 1'b1;
	input clk, rst, start, data_done;
	output load, state;
	output [m-1:0]RAddr;
	reg load, state;
	reg [m-1:0]RAddr;
	reg next_load, next_state;
	reg [m-1:0]next_RAddr;
	always@(*) begin
		next_state = idle;
		next_load = 1'b0;
		next_RAddr = 0;
		case(state)
			idle: begin
				next_state = idle;
				next_RAddr = 0;
				next_load = 1'b0;
				if(start) begin
					next_state = read;
					next_RAddr = 0;
					next_load = 1'b1;
				end
			end
			read: begin
				next_state = read;
				next_RAddr = RAddr + 1;
				next_load = 1'b1;
				if(data_done) begin
					next_state = idle;
					next_RAddr = 0;
					next_load = 1'b0;
				end
			end
		endcase
	end
	always@(posedge clk or posedge rst) begin  
		if(rst)begin
			state <= 1'b0;
			load <= 1'b0;
			RAddr <= {m{1'b0}};
		end else begin
			state <= next_state;
			load <= next_load;
			RAddr <= next_RAddr;
		end
	end
endmodule
module datapath(clk, rst, command, RAddr, DIn, WEN, Yn, WAddr, finish);
	parameter idle = 1'b0;
	parameter write = 1'b1;
	parameter n = 16;
	parameter m = 20;
	input clk, rst, command;
	input [m-1:0]RAddr;
	input [n-1:0]DIn;
	output WEN, finish;
	output [n-1:0]Yn;
	output [m-1:0]WAddr;
	reg WEN, finish, state;
	reg [m-1:0]WAddr;
	reg next_WEN, next_finish, next_state;
	reg [m-1:0]next_WAddr;
	reg [n-1:0]x0, x1, x2, x3, x4, x5;
	reg [n-1:0]y0, y1, y2, y3, y4;
	wire [n-1:0]next_x0, next_x1, next_x2, next_x3, next_x4, next_x5;
	wire [n-1:0]next_y0, next_y1, next_y2, next_y3, next_y4;
	wire [n+6:0]a0, a1, a2, a3, a4, a5, b0, a_all;
	wire [n+8:0]b1, b2, b3, b4, b_all;
	wire [n-1:0]DIn_fix = ~command ? {n{1'b0}} : DIn;
	wire [n-1:0]x0_abs, x1_abs, x2_abs, x3_abs, x4_abs, x5_abs;
	wire [n-1:0]y0_abs, y1_abs, y2_abs, y3_abs, y4_abs;
	assign x0_abs = x0[n-1] ? (~x0 + 1) : x0;
	assign x1_abs = x1[n-1] ? (~x1 + 1) : x1;
	assign x2_abs = x2[n-1] ? (~x2 + 1) : x2;
	assign x3_abs = x3[n-1] ? (~x3 + 1) : x3;
	assign x4_abs = x4[n-1] ? (~x4 + 1) : x4;
	assign x5_abs = x5[n-1] ? (~x5 + 1) : x5;
	assign y0_abs = y0[n-1] ? (~y0 + 1) : y0;
	assign y1_abs = y1[n-1] ? (~y1 + 1) : y1;
	assign y2_abs = y2[n-1] ? (~y2 + 1) : y2;
	assign y3_abs = y3[n-1] ? (~y3 + 1) : y3;
	assign y4_abs = y4[n-1] ? (~y4 + 1) : y4;
	assign a_all = (x0[n-1] ? (~a0 + 1) : a0) +
				   (x1[n-1] ? (~a1 + 1) : a1) +
				   (x2[n-1] ? (~a2 + 1) : a2) +
				   (x3[n-1] ? (~a3 + 1) : a3) +
				   (x4[n-1] ? (~a4 + 1) : a4) +
				   (x5[n-1] ? (~a5 + 1) : a5) +
				   (y0[n-1] ? (~b0 + 1) : b0);
	assign b_all = (y1[n-1] ? b1 : (~b1 + 1)) +
				   (y2[n-1] ? (~b2 + 1) : b2) +
				   (y3[n-1] ? b3 : (~b3 + 1)) +
				   (y4[n-1] ? (~b4 + 1) : b4);
	assign Yn = a_all[n+6:7] + {b_all[n+8], b_all[n+5:7]};
	assign a0 = {x0_abs[n-1],
				( {x0_abs[n-2:0], 7'd0} >> 6 )+
				( {x0_abs[n-2:0], 7'd0} >> 9 )+
				( {x0_abs[n-2:0], 7'd0} >> 10)+
				( {x0_abs[n-2:0], 7'd0} >> 11)+
				( {x0_abs[n-2:0], 7'd0} >> 12)+
				( {x0_abs[n-2:0], 7'd0} >> 13) };
	assign a1 = {x1_abs[n-1],
				( {x1_abs[n-2:0], 7'd0} >> 6 )+
				( {x1_abs[n-2:0], 7'd0} >> 8 )+
				( {x1_abs[n-2:0], 7'd0} >> 10)+
				( {x1_abs[n-2:0], 7'd0} >> 11)+
				( {x1_abs[n-2:0], 7'd0} >> 14) };
	assign a2 = {x2_abs[n-1],
				( {x2_abs[n-2:0], 7'd0} >> 5 )+
				( {x2_abs[n-2:0], 7'd0} >> 8 )+
				( {x2_abs[n-2:0], 7'd0} >> 9 )+
				( {x2_abs[n-2:0], 7'd0} >> 11)+
				( {x2_abs[n-2:0], 7'd0} >> 14) };
	assign a3 = {x3_abs[n-1],
				( {x3_abs[n-2:0], 7'd0} >> 5 )+
				( {x3_abs[n-2:0], 7'd0} >> 8 )+
				( {x3_abs[n-2:0], 7'd0} >> 9 )+
				( {x3_abs[n-2:0], 7'd0} >> 11)+
				( {x3_abs[n-2:0], 7'd0} >> 14) };
	assign a4 = {x4_abs[n-1],
				( {x4_abs[n-2:0], 7'd0} >> 6 )+
				( {x4_abs[n-2:0], 7'd0} >> 8 )+
				( {x4_abs[n-2:0], 7'd0} >> 10)+
				( {x4_abs[n-2:0], 7'd0} >> 11)+
				( {x4_abs[n-2:0], 7'd0} >> 14) };
	assign a5 = {x5_abs[n-1],
				( {x5_abs[n-2:0], 7'd0} >> 6 )+
				( {x5_abs[n-2:0], 7'd0} >> 9 )+
				( {x5_abs[n-2:0], 7'd0} >> 10)+
				( {x5_abs[n-2:0], 7'd0} >> 11)+
				( {x5_abs[n-2:0], 7'd0} >> 12)+
				( {x5_abs[n-2:0], 7'd0} >> 13) };
	assign b0 = {y0_abs[n-1],
				( {y0_abs[n-2:0], 7'd0} >> 2 )+
				( {y0_abs[n-2:0], 7'd0} >> 3 )+
				( {y0_abs[n-2:0], 7'd0} >> 8 )+
				( {y0_abs[n-2:0], 7'd0} >> 11)+
				( {y0_abs[n-2:0], 7'd0} >> 13)+
				( {y0_abs[n-2:0], 7'd0} >> 14) };
	assign b1 = {y1_abs[n-1],
				( {2'd0, y1_abs[n-2:0], 7'd0}      )+
				( {2'd0, y1_abs[n-2:0], 7'd0} >> 1 )+
				( {2'd0, y1_abs[n-2:0], 7'd0} >> 3 )+
				( {2'd0, y1_abs[n-2:0], 7'd0} >> 6 )+
				( {2'd0, y1_abs[n-2:0], 7'd0} >> 7 )+
				( {2'd0, y1_abs[n-2:0], 7'd0} >> 8 )+
				( {2'd0, y1_abs[n-2:0], 7'd0} >> 10)+
				( {2'd0, y1_abs[n-2:0], 7'd0} >> 11)+
				( {2'd0, y1_abs[n-2:0], 7'd0} >> 12)+
				( {2'd0, y1_abs[n-2:0], 7'd0} >> 13) };
	assign b2 = {y2_abs[n-1],
				( {2'd0, y2_abs[n-2:0], 7'd0} << 1 )+
				( {2'd0, y2_abs[n-2:0], 7'd0}      )+
				( {2'd0, y2_abs[n-2:0], 7'd0} >> 2 )+
				( {2'd0, y2_abs[n-2:0], 7'd0} >> 4 )+
				( {2'd0, y2_abs[n-2:0], 7'd0} >> 5 )+
				( {2'd0, y2_abs[n-2:0], 7'd0} >> 6 )+
				( {2'd0, y2_abs[n-2:0], 7'd0} >> 7 )+
				( {2'd0, y2_abs[n-2:0], 7'd0} >> 8 ) };
	assign b3 = {y3_abs[n-1],
				( {2'd0, y3_abs[n-2:0], 7'd0} << 2 )+
				( {2'd0, y3_abs[n-2:0], 7'd0} >> 7 )+
				( {2'd0, y3_abs[n-2:0], 7'd0} >> 9 )+
				( {2'd0, y3_abs[n-2:0], 7'd0} >> 10)+
				( {2'd0, y3_abs[n-2:0], 7'd0} >> 12) };
	assign b4 = {y4_abs[n-1],
				( {2'd0, y4_abs[n-2:0], 7'd0} << 1 )+
				( {2'd0, y4_abs[n-2:0], 7'd0} >> 1 )+
				( {2'd0, y4_abs[n-2:0], 7'd0} >> 2 )+
				( {2'd0, y4_abs[n-2:0], 7'd0} >> 7 )+
				( {2'd0, y4_abs[n-2:0], 7'd0} >> 13)+
				( {2'd0, y4_abs[n-2:0], 7'd0} >> 14) };
	assign next_x0 = x1;
	assign next_x1 = x2;
	assign next_x2 = x3;
	assign next_x3 = x4;
	assign next_x4 = x5;
	assign next_x5 = DIn_fix;
	assign next_y0 = y1;
	assign next_y1 = y2;
	assign next_y2 = y3;
	assign next_y3 = y4;
	assign next_y4 = Yn;
	always@(*) begin
		next_state = idle;
		next_WEN = 1'b0;
		next_finish = 1'b0;
		next_WAddr = {m{1'b0}};
		case(state)
			idle: begin
				next_state = idle;
				next_WEN = 1'b0;
				next_finish = 1'b0;
				next_WAddr = {m{1'b0}};
				if(command) begin
					next_state = write;
					next_WEN = 1'b1;
					next_finish = 1'b0;
					next_WAddr = {m{1'b0}};
				end
			end
			write: begin
				next_state = write;
				next_WEN = 1'b1;
				next_finish = 1'b0;
				next_WAddr = RAddr;
				if(~command) begin
					next_state = idle;
					next_WEN = 1'b0;
					next_finish = 1'b1;
					next_WAddr = {m{1'b0}};
				end
			end
		endcase
	end
	always@(posedge clk or posedge rst) begin  
		if(rst)begin
			state <= 1'b0;
			WEN <= 1'b0;
			finish <= 1'b0;
			WAddr <= {m{1'b0}};
			x0 <= {n{1'b0}};
			x1 <= {n{1'b0}};
			x2 <= {n{1'b0}};
			x3 <= {n{1'b0}};
			x4 <= {n{1'b0}};
			x5 <= {n{1'b0}};
			y0 <= {n{1'b0}};
			y1 <= {n{1'b0}};
			y2 <= {n{1'b0}};
			y3 <= {n{1'b0}};
			y4 <= {n{1'b0}};
		end else begin
			state <= next_state;
			WEN <= next_WEN;
			finish <= next_finish;
			WAddr <= next_WAddr;
			x0 <= next_x0;
			x1 <= next_x1;
			x2 <= next_x2;
			x3 <= next_x3;
			x4 <= next_x4;
			x5 <= next_x5;
			y0 <= next_y0;
			y1 <= next_y1;
			y2 <= next_y2;
			y3 <= next_y3;
			y4 <= next_y4;
		end
	end
endmodule
==> flow/run.sh <==
#!/bin/bash
# OpenROAD 26Q1-2900-gdf79404cd8, Yosys 0.63+post, stock flow scripts
make -C /OpenROAD-flow-scripts/flow DESIGN_CONFIG=/design/flow/config.mk WORK_HOME=/design/flow/orfs finish
==> flow/config.mk <==
export PLATFORM = sky130hd
export DESIGN_NAME = IIR
export DESIGN_NICKNAME = IIR
export VERILOG_FILES = /design/flow/design.v
export SDC_FILE = /design/flow/constraint.sdc
export NUM_CORES = 4
export LEC_CHECK = 1
export CORE_UTILIZATION = 50
==> flow/constraint.sdc <==
current_design IIR

set clk_period 32.7
set clk_io_pct 0.2

create_clock -name clk0 -period $clk_period [get_ports {clk}]

set non_clock_inputs [all_inputs -no_clocks]
set_input_delay [expr $clk_period * $clk_io_pct] -clock clk0 $non_clock_inputs
set_output_delay [expr $clk_period * $clk_io_pct] -clock clk0 [all_outputs]
==> flow_summary.json <==
{
  "result_of_the_run": "finished, final reports clean",
  "combGateArea_um2": 35800,
  "flip_flop_and_latch_count_after_synthesis": 219,
  "critical-path-max-stage-delay_ns": 0.67,
  "layout_top_registers": "control.RAddr: 20 flops, dp.WAddr: 20 flops",
  "setup_viol_count_final": 0,
  "clock_tree.root_cell": "sky130_fd_sc_hd__clkbuf_16",
  "holdCritPathClass": "flip-flop to flip-flop",
  "yosys.cell_types.count": 96,
  "finalClockSkew_ns": 0.0239,
  "seq_area_um2": 5480,
  "arrival_time_of_the_worst_setup_path_ns": 14.61,
  "post-place-cells": 6094,
  "overflow": 0,
  "synth.avg_cell_area_um2": 9.08,
  "synth_cells": 4856,
  "synth-cells-yosys": 4856,
  "num_io_pins": 79,
  "max-slew-margin-rel": 0.331,
  "initial_utilization": 0.507,
  "grt_antenna_before_repair": 4,
  "cts_setup_buffers": 0,
  "hold_slack_ns": 0.419,
  "timing.setup.tns_ns": 0,
  "layout_top_cells_excl_fill_tap": "sky130_fd_sc_hd__inv_1, sky130_fd_sc_hd__ha_1, sky130_fd_sc_hd__fa_1",
  "cts_made_buffers": 26,
  "cts_num_sinks": 219,
  "worstSetupPathType": "flip-flop to primary output",
  "post_dp_cell_area_um2": 46600,
  "hpwlAfterDp_um": 97200,
  "htreeDepth": 1,
  "area_of_the_core_um2": 87000,
  "placement_rows": 108,
  "ys_warn_count": 2,
  "vias": 33466,
  "warning_count": 30,
  "cap_violations": 0,
  "clock_latency_ns": 0.59,
  "max-clock-path-buffers": 3,
  "chipWidth_um": 299,
  "final_hold_violating_endpoints": 0,
  "cts_tree": "yes",
  "filler_cell_count": 7868,
  "cts_hold_buffers": 0,
  "chipArea_um2": 89400,
  "synth.cell_area_um2": 44100,
  "crit_path_top_delay_cell": "sky130_fd_sc_hd__or4_1",
  "vias_in_the_first_global_route": 33461,
  "rsz0062_at_grt": "false",
  "placer_congestion_estimate": 0.952,
  "synth-async-reset-ratio": 1.00,
  "worst_ep_required_time_ns": 26.16,
  "worst_hold_startpoint": "dp.y1[1]",
  "utilization": 0.546,
  "antenna_left": 0,
  "largest_net_degree_at_the_start_of_global_routing": 86,
  "pnr_worst_setup_slack_ns": 11.55,
  "slew_viol_final": 0,
  "die_y_um": 299,
  "timing.rr.end": "dp.y4[15]",
  "rr_startpoint": "dp.x5[5]",
  "edf_count": 0,
  "drt_pass1_iterations": 5,
  "drive_gt1_frac": 0.0403,
  "final_common_cell": "sky130_fd_sc_hd__inv_1",
  "resized_gates_after_cts": 0,
  "worst_pin_slew_ns": 0.978,
  "reg2reg_depth": 51,
  "final_design_area_no_fill_um2": 47500,
  "min_delay_path_depth": 0,
  "fmaxAchievable_mhz": 47.3,
  "min_cycle_time_layout_ns": 21.15,
  "drt-wirelength-per-cell_um": 18.1,
  "cpMostUsedCell": "sky130_fd_sc_hd__fa_1",
  "whs_endpoint": "dp.y0[1]",
  "globalRouteTotalUtil": 0.272,
  "initialDrtViolationCount": 1559,
  "fin_crit_sh": 0.647,
  "post_layout_nonfiller_instances": 6144,
  "critical_path.startpoint_type": "flip-flop",
  "preCtsSetupSlack_ns": 12.14,
  "portBuffers": 78,
  "r2r_slack_ns": 19.08,
  "yosys.stat.chipArea_um2": 44100,
  "area_growth_pct": 7.71,
  "synth_top_flop_cell": "sky130_fd_sc_hd__dfrtp_1",
  "detail_route.wirelength_um": 111000,
  "timing.critical_path.fanout_max": 12,
  "drt-vias-per-instance": 5.45,
  "synth-seq-area-share": 0.124,
  "clk_pin_slew_worst_paths_ns": 0.06,
  "first_pass_grt_wire_length_um": 182000,
  "drt_drc_violations_left": 0,
  "setup.worst_path.end_class": "primary output"
}
-- worst max-delay path, delay by kind of cell, from the launching register on --
kind,cells,cell delay (ns)
fa+ha+maj,11,4.86
compound gates,16,3.33
xor+xnor,8,2.38
simple gates,10,1.76
buf+inv,7,1.16
flops,1,0.46
-- kinds of logic after synthesis --
kind of cell,count (synthesis),share of synthesized area
and+or+nand+nor,1162,0.134
AOI/OAI and AO/OA,985,0.148
muxes,20,0.00471
xor gates and xnor gates,660,0.133
adders and majority gates,1069,0.392
buffers and inverters,741,0.0632
DFF,219,0.124
-- synthesized netlist by cell type (8+ instances only) --
library cell                number  area [um2]
sky130_fd_sc_hd__o211ai_1       15         113
sky130_fd_sc_hd__xor2_1        193        1690
sky130_fd_sc_hd__nor3_1         96         480
sky130_fd_sc_hd__a211o_1         8        70.1
sky130_fd_sc_hd__and2_1         36         225
sky130_fd_sc_hd__a31oi_1        32         200
sky130_fd_sc_hd__nor2b_1        47         294
sky130_fd_sc_hd__or2_2          34         213
sky130_fd_sc_hd__o2111ai_1      11        96.3
sky130_fd_sc_hd__a21boi_0       15         113
sky130_fd_sc_hd__clkbuf_1       59         221
sky130_fd_sc_hd__nor4_1         27         169
sky130_fd_sc_hd__a31o_2         10        87.6
sky130_fd_sc_hd__nand4_1        22         138
sky130_fd_sc_hd__o21a_1         75         563
sky130_fd_sc_hd__or4_1          24         180
sky130_fd_sc_hd__inv_1         668        2510
sky130_fd_sc_hd__nand2b_1       75         469
sky130_fd_sc_hd__ha_1          545        6820
sky130_fd_sc_hd__o31ai_1        63         473
sky130_fd_sc_hd__or3_1          78         488
sky130_fd_sc_hd__o22ai_1         8        50.1
sky130_fd_sc_hd__fa_1          523       10500
sky130_fd_sc_hd__o31a_1         14         123
sky130_fd_sc_hd__nand2_1       274        1030
sky130_fd_sc_hd__buf_1           8        30.0
sky130_fd_sc_hd__o211a_1         8        80.1
sky130_fd_sc_hd__a2111oi_0      15         131
sky130_fd_sc_hd__nor2_1        272        1020
sky130_fd_sc_hd__o21bai_1       38         285
sky130_fd_sc_hd__mux2i_1        14         140
sky130_fd_sc_hd__nand3_1        58         290
sky130_fd_sc_hd__nor3b_1        11        82.6
sky130_fd_sc_hd__dfrtp_1       219        5480
sky130_fd_sc_hd__xnor2_1       459        4020
sky130_fd_sc_hd__and3_1         49         307
sky130_fd_sc_hd__a21oi_1       209        1050
sky130_fd_sc_hd__a211oi_1       39         293
sky130_fd_sc_hd__o21ai_0       236        1180
sky130_fd_sc_hd__o41ai_1        22         193
sky130_fd_sc_hd__nand3b_1        9        67.6
sky130_fd_sc_hd__nor4b_1        10        87.6
sky130_fd_sc_hd__a21o_1         84         631
-- how the worst max path moves through the flow --
stage | start | to | slack, ns | cells after the start
CTS | dp.x5[5] | Yn[15] | 11.46 | 52
global route | dp.x5[5] | Yn[15] | 10.63 | 52
finish | dp.x5[5] | Yn[15] | 11.55 | 52
-- routing by layer --
| layer | GRT usage | part of all wire |
|---|---|---|
| met1 | 0.424 | 0.47 |
| met2 | 0.380 | 0.42 |
| met3 | 0.104 | 0.092 |
| met5 | 0.00952 | 0.0010 |
| met4 | 0.0371 | 0.017 |
-- cell type report --
cell class / count / share of cell area
Inverter: 670 / 0.0531
Clock inverter: 18 / 0.00395
Tap cell: 1155 / 0.0304
Timing Repair Buffer: 154 / 0.0284
Multi-Input combinational cell: 3896 / 0.754
Clock buffer: 30 / 0.0142
Sequential cell: 219 / 0.115
Antenna cell: 2 / 0.000105
